## design/flow/design.v

```verilog
module Debouncer(
	input logic A_noisy,
	input logic CLK50M, 
	output logic A
);
	logic [15:0] COUNT;
	parameter [15:0] COMPARE = 50_000; 
	logic t_d, t_r, Anext;
	always_ff@(posedge CLK50M)
	begin
		if(t_r)
			COUNT <= 16'd0;
		else
			COUNT <= COUNT + 16'd1;
	end
	assign t_d = (COUNT >= COMPARE);
	assign Anext = (A_noisy & t_d) | (A & ~t_d);
	always_ff@(posedge CLK50M)
		A <= Anext;
	assign t_r = t_d | (~A & ~A_noisy) | (A & A_noisy);
endmodule
```

## design/flow/run.sh

```bash
#!/bin/bash
# OpenROAD 26Q1-2900-gdf79404cd8, Yosys 0.63+post, stock flow scripts
make -C /OpenROAD-flow-scripts/flow DESIGN_CONFIG=/design/flow/config.mk WORK_HOME=/design/flow/orfs finish
```

## design/flow/config.mk

```make
export PLATFORM = sky130hd
export DESIGN_NAME = Debouncer
export DESIGN_NICKNAME = Debouncer
export VERILOG_FILES = /design/flow/design.v
export SDC_FILE = /design/flow/constraint.sdc
export NUM_CORES = 4
export LEC_CHECK = 1
export CORE_AREA = 10 10 90 90
export DIE_AREA = 0 0 100 100
```

## design/flow/constraint.sdc

```tcl
current_design Debouncer

set clk_period 3.5
set clk_io_pct 0.2

create_clock -name clk0 -period $clk_period [get_ports {CLK50M}]

set non_clock_inputs [all_inputs -no_clocks]
set_input_delay [expr $clk_period * $clk_io_pct] -clock clk0 $non_clock_inputs
set_output_delay [expr $clk_period * $clk_io_pct] -clock clk0 [all_outputs]
```

==> GITHUB_STEP_SUMMARY <==
## Implementation flow summary

| Metric | Value |
|---|---|
| Diodes inserted | `0` |
| Post_cts resized | `0` |
| Avg Inst Size Synth | `8.953 µm²` |
| Worst hold start | `COUNT[0]` |
| Max FO, Critical Path | `15` |
| CP Launch Type | `input pin` |
| Final Wtd Congestion | `0.7560` |
| Routed WL | `1384 µm` |
| Drc violations | `0` |
| Die boundary width | `100 µm` |
| Hold depth | `1` |
| Yosys synthesis chip area | `805.8 µm²` |
| CTS Buf Count | `3` |
| Number of synthesized flops with an enable pin | `1` |
| Largest register FFs | `16` |
| Crit path from | `A_noisy` |
| Setup bufs post-CTS | `0` |
| Clock buffer depth | `2` |
| Max Cap Viol | `0` |
| Clock net sink count | `17` |
| Core area | `6277 µm²` |
| Largest net degree at the start of global routing | `16` |
| Vias in the first global route | `559` |
| Synth Register Bits | `17` |
| Synth Warn # | `1` |
| Post-route minimum period | `1.848 ns` |
| Reg-to-Reg Start | `COUNT[11]` |
| Reg2Reg Setup Slack | `1.96 ns` |
| Power after layout | `356.9 µW` |
| Reg with most FFs | `COUNT` |
| Crit. End Element | `register` |
| RSZ-0062 raised after global routing | `no` |
| Routed wire per std cell | `8.141 µm` |
| Cts-stage hold buffer count | `0` |
| Initial antenna violation count | `0` |
| Pre-antenna DRT Iters | `4` |
| Die height | `100 µm` |
| Yosys Instances | `90` |
| Hold crit path type | `reg2reg` |
| Pre-CTS setup slack | `1.416 ns` |
| Outcome | `complete, no violations` |
| Async SR Flop Fraction | `0%` |
| I/O Buffers | `2` |
| Hold_ws | `0.4843 ns` |
| Boundary Pins | `3` |
| Gr usage total | `2.988%` |
| Gate count after technology mapping | `90` |
| Maximum clock rate | `0.5411 GHz` |
| CTS tree | `done` |
| FP Util | `12.84%` |
| Worst slew pin tran | `0.5060 ns` |
| Routed vias | `574` |
| Number of antenna-violating nets in the routed design | `0` |
| PwrDens | `378.3 nW/µm²` |
| Clk ins delay skew pair | `0.25 ns` |
| Final Slew Violations | `0` |
| First-pass GRT wire length | `2553 µm` |
| Post-synth top flop | `dfxtp_1` |
| R2R depth | `4` |
| Via density | `3.376` |
| Worst-path clk slew | `0.06 ns` |
| Mapped Area | `805.8 µm²` |
| WHS Endpoint | `COUNT[0]` |
| Peak supply drop | `0.0003256 V` |
| Final setup vio count | `0` |
| Post-DP HPWL | `968.7 µm` |
| Post-synth seq share | `43.48%` |
| Worst Setup Slack, final | `1.652 ns` |
| Arrival @ worst endpoint | `2.02 ns` |
| CTS Root Cell | `clkbuf_8` |
| Tally of OpenROAD warnings | `27` |
| Fin. Hold Viols | `0` |
| CP required | `3.67 ns` |
| Die ar. | `10000 µm²` |
| Layout cells sized above 1 | `7.527%` |
| Worst Clk Skew | `0.001464 ns` |
| Max H-tree Level | `1` |
| Distinct cells, synth | `27` |
| Site Rows | `29` |
| Top Registers | `COUNT: 16 flops` |
| FILL cells | `695` |
| Slew headroom | `66.19%` |
| Crit Reg-Reg Endpoint | `COUNT[13]` |
| CP Class | `in2reg` |
| Leak | `0.2848 nW` |
| TNS Setup | `0 ns` |
| Period utilization | `52.80%` |
| Starting DRT DRC Count | `21` |
| P&R area growth vs syn | `17.08%` |
| GRT overflow | `0` |
cells by family (layout without fill, tap and decap cells):
group	count (synthesis)	in the layout	share of synthesized area, %
adders and majority gates	2	2	3.105
xor gates and xnor gates	13	13	14.13
buffers and inverters	7	10	4.813
and+or+nand+nor	43	43	27.95
DFF	17	17	43.48
AOI/OAI and AO/OA	8	8	6.522
worst max-delay path: stages:
cell             delay, ns
clkdlybuf4s50_1       0.50
xor2_1                0.15
o21a_1                0.15
nand2_1               0.31
a21oi_1               0.22
how the worst max path moves through the flow:
stage	slack, ns	cells past startpoint	endpoint
finish	1.65	5	COUNT[13]
global route	1.47	5	COUNT[13]
CTS	1.64	5	COUNT[13]
placed cells by master (no fill, tap or decap), drive strengths merged:
| cell | netlist | routed |
|---|---|---|
| nand4 | 7 | 7 |
| clkdlybuf4s50 | 0 | 2 |
| nor2 | 17 | 17 |
| nor3 | 4 | 4 |
| and2 | 2 | 2 |
| and4 | 1 | 1 |
| dfxtp | 16 | 16 |
| ha | 2 | 2 |
| inv | 4 | 4 |
| nand3 | 4 | 4 |
| xor2 | 5 | 5 |
| a21oi | 2 | 2 |
| edfxtp | 1 | 1 |
| o21a | 2 | 2 |
| o21ai | 2 | 2 |
| a41oi | 1 | 1 |
| clkbuf | 0 | 4 |
| o2111ai | 1 | 1 |
| nor4 | 2 | 2 |
| or3 | 1 | 1 |
| nand2 | 4 | 4 |
| xnor2 | 8 | 8 |
| and3 | 1 | 1 |
cells in the mapped netlist (2+ instances only):
master | instances | area (µm²)
nor2_1 | 17 | 63.81
dfxtp_1 | 16 | 320.3
xnor2_1 | 8 | 70.07
nand4_1 | 6 | 37.54
xor2_1 | 5 | 43.79
inv_1 | 4 | 15.01
nand2_1 | 4 | 15.01
nand3_1 | 4 | 20.02
nor3_1 | 4 | 20.02
a21oi_1 | 2 | 10.01
ha_1 | 2 | 25.02
o21a_1 | 2 | 15.01
o21ai_0 | 2 | 10.01
through the flow:
step / util [%] / area [µm²] / instances
final: 15.03 / 943.4 / 170
after global routing: 15.03 / 943.4 / 170
after CTS: 15.03 / 943.4 / 170
after detailed placement: 14.31 / 898.4 / 166
after global placement: 14.31 / 898.4 / 166
after floorplan: - / 805.8 / 90
final cells by class:
type,count,area (µm²),share of cell area (%)
Multi-Input combinational cell,66,416.7,44.16
Tap cell,77,96.34,10.21
Sequential cell,17,350.3,37.14
Timing Repair Buffer,2,20.02,2.122
Clock buffer,4,45.04,4.775
Inverter,4,15.01,1.592
per-layer routing:
| metal | vias to the layer above | wire length (µm) | track usage (%) |
|---|---|---|---|
| li1 | 317 | - | - |
| met1 | 250 | 747 | 4.190 |
| met2 | 5 | 514 | 3.883 |
| met3 | 2 | 109 | 1.943 |
| met4 | 0 | 12 | 0.2174 |
| met5 | - | 0 | 0 |
report_power, final:
group | leakage, nW | internal [mW] | switching [mW]
sequential | 0.138 | 0.198 | 0.00364
combinational | 0.124 | 0.00508 | 0.00731
clock | 0.0228 | 0.0806 | 0.0620
total | 0.285 | 0.284 | 0.0730
Power is estimated from default activity; no workload was simulated.
