File: flow/design.v
module NStateCode(
		input logic [3:0] X,
		input logic [1:0] Y,
		output logic [3:0] Out
);
	logic [8:0] Statenext;
	assign Statenext[0] = ~X[3] & ~X[2] & ~X[1] & ~X[0] & ~Y[1] & ~Y[0] 
							| ~X[3] & X[2] & ~X[1] & X[0] & ~Y[1] & ~Y[0]  
							| ~X[3] & X[2] & X[1] & ~X[0] & ~Y[1] & ~Y[0]  
							| ~X[3] & X[2] & X[1] & X[0] & ~Y[1] & ~Y[0]  
							| X[3] & ~X[2] & ~X[1] & ~X[0] & ~Y[1] & ~Y[0];
	assign Statenext[1] = ~X[3] & ~X[2] & ~X[1] & ~X[0] & ~Y[1] & Y[0] 
							| ~X[3] & ~X[2] & ~X[1] & X[0] & ~Y[1] & ~Y[0] 
							| ~X[3] & X[2] & ~X[1] & X[0] & ~Y[1] & Y[0];
	assign Statenext[2] = ~X[3] & ~X[2] & ~X[1] & ~X[0] & Y[1] & ~Y[0] 
							| ~X[3] & ~X[2] & ~X[1] & X[0] & ~Y[1] & Y[0] 
							| ~X[3] & ~X[2] & X[1] & ~X[0] & ~Y[1] & ~Y[0]
							| ~X[3] & X[2] & X[1] & ~X[0] & ~Y[1] & Y[0]  
							| ~X[3] & X[2] & ~X[1] & X[0] & Y[1] & ~Y[0];  
	assign Statenext[3] = ~X[3] & ~X[2] & ~X[1] & X[0] & Y[1] & ~Y[0] 
							| ~X[3] & ~X[2] & X[1] & X[0] & ~Y[1] & ~Y[0] 
							| ~X[3] & ~X[2] & X[1] & ~X[0] & ~Y[1] & Y[0] 
							| ~X[3] & X[2] & X[1] & ~X[0] & Y[1] & ~Y[0] 
							| ~X[3] & X[2] & X[1] & X[0] & ~Y[1] & Y[0]; 
	assign Statenext[4] = ~X[3] & ~X[2] & ~X[1] & ~X[0] & Y[1] & Y[0] 
							| ~X[3] & ~X[2] & X[1] & X[0] & ~Y[1] & Y[0] 
							| ~X[3] & ~X[2] & X[1] & ~X[0] & Y[1] & ~Y[0] 
							| ~X[3] & X[2] & ~X[1] & ~X[0] & ~Y[1] & ~Y[0] 
							| ~X[3] & X[2] & ~X[1] & X[0] & Y[1] & Y[0] 
							| ~X[3] & X[2] & X[1] & X[0] & Y[1] & ~Y[0] 
							| X[3] & ~X[2] & ~X[1] & ~X[0] & ~Y[1] & Y[0]; 
	assign Statenext[5] = ~X[3] & ~X[2] & ~X[1] & X[0] & Y[1] & Y[0] 
							| ~X[3] & ~X[2] & X[1] & X[0] & Y[1] & ~Y[0] 
							| ~X[3] & X[2] & ~X[1] & ~X[0] & ~Y[1] & Y[0] 
							| ~X[3] & X[2] & X[1] & ~X[0] & Y[1] & Y[0] 
							| X[3] & ~X[2] & ~X[1] & ~X[0] & Y[1] & ~Y[0]; 
	assign Statenext[6] = ~X[3] & ~X[2] & X[1] & ~X[0] & Y[1] & Y[0] 
							| ~X[3] & X[2] & ~X[1] & ~X[0] & Y[1] & ~Y[0] 
							| ~X[3] & X[2] & X[1] & X[0] & Y[1] & Y[0]; 
	assign Statenext[7] = ~X[3] & ~X[2] & X[1] & X[0] & Y[1] & Y[0] 
							| X[3] & ~X[2] & ~X[1] & ~X[0] & Y[1] & Y[0]; 
	assign Statenext[8] = ~X[3] & X[2] & ~X[1] & ~X[0] & Y[1] & Y[0]; 
	assign Out[0] = Statenext[1] | Statenext[3] | Statenext[5] | Statenext[7];
		assign Out[1] = Statenext[2] | Statenext[3] | Statenext[6] | Statenext[7];
			assign Out[2] = Statenext[4] | Statenext[5] | Statenext[6] | Statenext[7];
				assign Out[3] = Statenext[8];
endmodule
File: flow/run.sh
#!/bin/bash
# OpenROAD 26Q1-2900-gdf79404cd8, Yosys 0.63+post, stock flow scripts
make -C /OpenROAD-flow-scripts/flow DESIGN_CONFIG=/design/flow/config.mk WORK_HOME=/design/flow/orfs finish
File: flow/config.mk
export PLATFORM = sky130hd
export DESIGN_NAME = NStateCode
export DESIGN_NICKNAME = NStateCode
export VERILOG_FILES = /design/flow/design.v
export SDC_FILE = /design/flow/constraint.sdc
export NUM_CORES = 4
export LEC_CHECK = 1
export CORE_AREA = 10 10 70 70
export DIE_AREA = 0 0 80 80
File: flow/constraint.sdc
current_design NStateCode

set clk_period 4.1
set clk_io_pct 0.2

create_clock -name clk0 -period $clk_period

set non_clock_inputs [all_inputs -no_clocks]
set_input_delay [expr $clk_period * $clk_io_pct] -clock clk0 $non_clock_inputs
set_output_delay [expr $clk_period * $clk_io_pct] -clock clk0 [all_outputs]
==> out/results.ini <==
[synth]
yosys.area.top_type=a21oi_1
synthDistinctLibCells=23
top_area_share_pct=8.70
ys_area_um2=230
ys_seq_share_pct=0
ys_cells=37
postSynthCellCount=37
yosys_warnings=0
syn_area_per_cell_um2=6.22
syn_area_um2=230
area_leaders=a21oi_1 (8.7%), nand2_1 (8.2%), nor4b_1 (7.6%), buf_4 (6.5%), a31oi_1 (5.4%)

[floorplanning]
fp_util_pct=6.74
rows=21
design.die.area_um2=6400
ioPinCount=10
coreArea_um2=3420
die_w_um=80
die_y_um=80

[run]
cap_violations=0
openroad.warnings=32

[timing]
period_used_pct=85.5
clock.fmax_mhz=285
hold_slack_ps=2760
period_minus_slack_ps=3500
drv_slew=0
rsz0062_at_grt=no
hold_violations=0
relSlewSlack_pct=75.1
tns_ps=0
setup_viol=0
tightest_slew_ps=373

[cells_and_area]
syn2layout_area_growth_pct=57.6
seq_cells=0
logic_area_um2=198
layout_top_cell=clkdlybuf4s50_1
layout-drive-gt1-share_pct=2.33
nClkBuffers=0
lay_top_cells=clkdlybuf4s50_1 (10), nand2_1 (5), a21oi_1 (4)
nFillCells=401
seqCellArea_um2=0

[setup_path]
cp_max_fo=12
cp_data_required_time_ps=3280
worst_ep_arrival_time_ps=2680
path_cells=clkdlybuf4s50_1 -> nand2_1 -> or4b_1 -> o21ai_1 -> clkdlybuf4s50_1
crit_slowest_cell=clkdlybuf4s50_1
cp-start-kind=input port
end_kind=primary output
critPathMaxStageDelay_ps=690
crit_type=input port to primary output
critPathMostFrequentCell=clkdlybuf4s50_1
crit_start=Y[1]

[pwr]
peakVddDrop_v=0.0000107
p_comb_share_pct=100.0
power.total_uw=31.9
p_sw_uw=14.2
powerDensity_nw_per_um2=87.8
intPower_uw=17.6
p_sw_share_pct=44.6
seq_power_share_pct=0
power_leakage_uw=0.000111
p_clk_share_pct=0

[route]
routed_wl_um=745
drtPass1Iterations=4
vias_per_cell=3.31
drtIter0Drc=36
via_count=295
insertedDiodeCount=0
drc=0
drtAntennaViolNets=0
wl_per_cell_um=8.37

[worst_hold_path]
hp-class=input port to primary output
hp-start=X[3]

[placed_design]
hpwl_um=596
portBuffers=10
gp_congestion=0.715

[clocking]
ctsResizeCount=0
cts_setup_buffers=0
cts_hold_buf=0

[global_routing]
grt_remaining_overflow=0
grt_max_degree=13
grt_antenna_before_repair=0
grt_pass1_wl_mm=1.17
first_global_vias=235
grt_util_all_layers_pct=2.12

[run_status]
run_status=completed

layout make-up:
class | count | area share (%)
Timing Repair Buffer | 10 | 27.6
Tap cell | 46 | 15.9
Multi-Input combinational cell | 31 | 54.5
Inverter | 2 | 2.07
per-stage QoR:
step | std cells | util (%) | setup WS [ps] | area, µm²
final | 89 | 10.6 | 596 | 363
after global routing | 89 | 10.6 | 478 | 363
after CTS | 89 | 10.6 | 568 | 363
after detailed placement | 89 | 10.6 | 583 | 363
after global placement | 89 | 10.6 | 602 | 363
after floorplan | 37 | - | 1740 | 230
Yosys cell counts:
library cell,number
xnor2_1,1
o211a_1,1
nand3_1,2
a31oi_1,2
nor2_1,2
nor2b_1,1
nor4b_1,2
or4b_1,1
o31a_1,1
o21ai_0,2
o32ai_1,1
buf_4,2
nand2_1,5
buf_2,2
and2b_1,1
o221a_1,1
a211o_1,1
inv_1,1
o211ai_1,1
and3b_1,1
o21ai_1,1
a21oi_1,4
inv_2,1
logic make-up after synthesis:
logic type	count (synthesis)	share of synthesized area, %
AND/OR/NAND/NOR	15	37.5
AND-OR/OR-AND	15	44.6
buffers and inverters	6	14.1
XOR/XNOR	1	3.81
path summary, 6_finish.rpt:
kind                  cells after the start      to  slack, ps
worst max-delay path                      5  Out[1]        600
worst min-delay path                      3  Out[3]       2760
layer usage:
| metal | up-vias | global-route usage (%) | wire (µm) |
|---|---|---|---|
| met3 | 0 | 0.455 | 41 |
| met2 | 8 | 3.61 | 351 |
| li1 | 154 | - | - |
| met1 | 133 | 2.83 | 352 |
| met4 | 0 | 0 | 0 |
| met5 | - | 0 | 0 |
power groups by stage:
stage	logic (µW)	clock network [µW]	registers [µW]
after CTS	32.5	0	0
after global routing	35.3	0	0
final	31.9	0	0
worst max-delay path, delay by kind of cell:
family                 cells  cell delay [ps]
buffers and inverters      2             1170
and+or+nand+nor            2              610
AOI/OAI and AO/OA          1               90
No activity file was given, so power comes from the tool's default toggle rates.
